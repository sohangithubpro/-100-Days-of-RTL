$ cat ./run.sh
#!/bin/bash
# OpenROAD 26Q1-2900-gdf79404cd8, Yosys 0.63+post, stock flow scripts
make -C /OpenROAD-flow-scripts/flow DESIGN_CONFIG=/design/flow/config.mk WORK_HOME=/design/flow/orfs finish
$ cat ./config.mk
export PLATFORM = sky130hd
export DESIGN_NAME = day19
export DESIGN_NICKNAME = day19
export VERILOG_FILES = /design/flow/design.v
export SDC_FILE = /design/flow/constraint.sdc
export NUM_CORES = 4
export LEC_CHECK = 1
export CORE_AREA = 10 10 91 91
export DIE_AREA = 0 0 101 101
$ cat ./constraint.sdc
current_design day19

set clk_period 2.1
set clk_io_pct 0.2

create_clock -name clk0 -period $clk_period [get_ports {clk}]

set non_clock_inputs [all_inputs -no_clocks]
set_input_delay [expr $clk_period * $clk_io_pct] -clock clk0 $non_clock_inputs
set_output_delay [expr $clk_period * $clk_io_pct] -clock clk0 [all_outputs]
$ cat ./design.v
module day19 #(parameter width=4, parameter depth=4)(clk,rst,push,wdata,pop,rdata,full,empty);
  input logic clk,rst;
  input logic push;
  input logic [width-1:0] wdata;
  input logic pop;
  output logic [width-1:0] rdata;
  output logic full,empty;
  logic [width-1:0] mem[depth-1:0];
  logic [depth-1:0] cnt;  
  logic [depth-1:0] wptr,rptr;
  always @(posedge clk)
    begin
      if(rst)
        begin
          cnt<=0;
          wptr<=0;
          rptr<=0;
        end
      else
        begin
          if(push && !full)  
            begin
              mem[wptr]<=wdata; 
              wptr<=wptr+1;
              cnt<=cnt+1;
            end
          else if(pop && !empty)
            begin
              rdata<=mem[rptr];
              rptr<=rptr+1;
              cnt<=cnt-1;
            end
        end
    end
  assign full=(cnt==3)?1:0;
  assign empty=(cnt==0)?1:0;
endmodule
==> Changelog: implementation <==
### Implementation results

- Setup CP Type: reg -> out
- CP max-delay cell: clkdlybuf4s50_1
- H-tree levels: 1
- Synth cell count leaders: 20 x edfxtp_1, 8 x dfxtp_1, 7 x nor2_1
- Metal2 WL: 1.05 mm
- Worst slew margin: 0.724
- Clk sink count: 28
- Worst EP arrival: 1600 ps
- FF-to-FF setup slack: 140 ps
- Die Width: 101 um
- WHS Endpoint: wptr[1]
- CTS root buf: clkbuf_8
- Pre-antenna DRT Iters: 3
- Worst reg2reg startpoint: cnt[2]
- Global-route wire length before repair: 3.95 mm
- Largest net degree at the start of global routing: 17
- CTS tree: built
- Max incr delay on CP: 540 ps
- Met3 WL: 126 um
- Finish-stage setup viols: 0
- Hold depth: 2
- Grt total ovfl: 0
- Worst R2R End: cnt[3]
- Final hold violation count: 0
- Core footprint: 6350 um2
- Synth Cell Area: 1270 um2
- R2R cell count: 7
- Worst path cell trace: nor4_4, clkdlybuf4s50_1
- Crit path DRT: 1680 ps
- EDFF count, synth: 20
- Antenna Violating Nets Remaining: 0
- Vias in the first global route: 803
- ANT cells: 0
- Ys cells: 90
- Yosys stat area: 1270 um2
- Initial antenna violation count: 0
- Tcrit/Tclk final: 0.963
- Number of max-cap violations: 0
- Postcts setup bufs: 0
- Clk_skew: 3.47 ps
- Via-to-Cell Ratio: 3.84
- Startpoint types: flip-flop
- Uppermost layer routed: met4
- Worst setup margin: 76.7 ps
- Internal power: 1200 uW
- Final wirelength: 2.27 mm
- Power, Total: 1660 uW
- Tool warning count: 28
- Drt initial violations: 57
- Wire per inst: 12.0 um
- Fin crit period: 2020 ps
- Die Y-Extent: 101 um
- P&R area growth vs syn: 27.9%
- Clock transition at path regs: 90 ps
- Post-synth top area cell: edfxtp_1
- Hold path start: wptr[1]
- Min Hold Slack: 505 ps
- Gate count after technology mapping: 90
- Seq cells post-synth: 28
- Met1 wire length: 1.05 mm
- RSZ-0062 raised after global routing: no
- Num CTS Buffers: 3
- Outcome: finished clean
- Clock latency on the worst-skew pair: 270 ps
- Max-slew violations: 0
- Net Switching: 457 uW
- Critical path endpoint category: primary output
- Largest fanout on the critical path: 5
- Port bufs: 13
- Leak: 0.000562 uW
- Yosys top cell by instances: edfxtp_1
- Slew @ Worst Pin: 410 ps
- Power Dens Cells: 1020 nW/um2
- Synth cell types: 27
- Top-area cell share: 0.473
- FP Util: 0.200
- Main flop type: edfxtp_1
- Top cells, area: edfxtp_1 47%, dfxtp_1 13%, mux4_2 7.1%
- YS warnings: 1
- Sw frac: 0.275
- Via count: 726
- Pre-CTS setup slack: -114 ps
- Comb power frac: 0.285
- Num rows: 29
- GP Congestion: 0.812
- Reg power frac: 0.461
- Chip area: 10200 um2
- Max VDD drop: 0.000276 V
- Fraction of registers with async set/reset: 0
- Residual DRC count: 0
- Syn_area_per_cell: 14.1 um2
- Gr usage total: 0.0467
- Final Core Density: 0.256
- Share of layout cells above drive strength 1: 0.188
- Share of total power in the clock network: 0.254
- IO Pins: 14
- Worst min path class: reg -> reg
- CTS max path bufs: 2
- Fmax: 494 MHz
- Register area share after synthesis: 0.599
- DP HPWL: 1.65 mm
==> cell families (layout without fill, tap and decap cells) <==
logic type | count (synthesis) | after routing | share of synthesized area
xor gates and xnor gates | 4 | 4 | 0.0276
DFF | 28 | 28 | 0.599
adders and majority gates | 7 | 7 | 0.0749
AOI/OAI and AO/OA | 14 | 14 | 0.0768
muxes | 5 | 5 | 0.0798
buffers and inverters | 8 | 30 | 0.0236
and+or+nand+nor | 24 | 24 | 0.118
==> layout by cell type (no fill, tap or decap), drive strengths merged, types with 4 or more instances in the layout <==
cell	n
a21oi	5
ha	6
xnor2	4
nor2	7
edfxtp	20
inv	6
clkdlybuf4s50	13
mux4	4
buf	7
and2	4
dfxtp	8
==> layer usage <==
layer / track usage / up-vias
met5: 0 / -
met4: 0.0107 / 0
met2: 0.0727 / 10
li1: - / 375
met3: 0.0118 / 2
met1: 0.0646 / 339
==> sequential cells by signal, indices dropped and copies added, names as in the netlist <==
register	count
mem	16
cnt	4
rdata	4
rptr	2
wptr	2
==> power by group through the flow <==
stage | registers (uW) | logic [uW] | clock network, uW
final | 765 | 473 | 421
after CTS | 764 | 472 | 435
after global routing | 778 | 531 | 451
==> layout make-up <==
cell class | instances | area (um2)
clock buffer | 3 | 41.3
clock inverter | 1 | 30.0
fill | 631 | 4730
inverter | 6 | 22.5
multi-input combinational | 54 | 488
sequential | 28 | 763
tap | 77 | 96.3
timing repair buffer | 20 | 183
==> worst max-delay path, delay by kind of cell (launching register included) <==
family	cells	cell delay, ps
and+or+nand+nor	1	410
buffers and inverters	1	540
DFF	1	390
==> stage by stage <==
step                instances  instance area (um2)  TNS [ps]
detailed placement        185                 1540      -114
CTS                       189                 1620         0
floorplan                  90                 1270         0
global placement          185                 1540     -74.3
finish                    189                 1620         0
global route              189                 1620         0
==> worst max-delay path by stage <==
| stage | startpoint | endpoint | slack, ps | depth (start not counted) |
|---|---|---|---|---|
| final | cnt[2] | empty | 80 | 2 |
| after global routing | cnt[2] | cnt[3] | 10 | 7 |
| after CTS | cnt[2] | empty | 60 | 2 |
==> timing repair <==
item                                    CTS  global route
gates resized                             2             1
endpoints found under the setup margin    2             1
hold buffers                              0             0
hold endpoints to repair                  0             0
Power is estimated from default activity; no workload was simulated.
